[design.v]
`timescale 1ns / 1ps
typedef enum logic {PrRd = 1'b0,  
                    PrWr = 1'b1  
                    } Pr_Op;  
typedef enum bit[1:0] {Modified = 2'b11,  
                       Exclusive = 2'b10,
                       Shared = 2'b01,
                       Invalid = 2'b00} MESI;  
typedef enum logic[2:0]{BusRd = 3'b000,  
                       BusRdX = 3'b001,  
                       BusUpgr = 3'b010,  
                       FlushOpt = 3'b011,  
                       Fill = 3'b100,  
                       NotValid = 3'b111
                       } bus_transaction_id;  
module MESI_FSM #( 
    parameter Cache_Block_Size = 8,  
    parameter host_pid = 2'b00 )(  
    input logic clk,  
    input logic resetn,  
    input Pr_Op Core_Op,  
    output logic PrHlt,  
    input logic [3:0] pr_addr,  
    output logic [Cache_Block_Size-1:0] Cache_output,  
    input logic [Cache_Block_Size-1:0] Cache_input,  
    input logic [(2+3+2+2+Cache_Block_Size)-1:0] bus_in,  
    output logic [(2+3+2+2+Cache_Block_Size)-1:0] bus_out,  
    input logic flag_in,  
    output logic flag_out  
    );
    logic [Cache_Block_Size-1:0] L1_Cache [0:3];  
    logic [1:0] tag_directory [0:3];  
    MESI Cache_Status [0:3];  
    logic [1:0] index;
    logic [1:0] tag;
    assign tag = pr_addr[3:2];
    assign index = pr_addr[1:0];
    logic [1:0] guest_pid;  
    bus_transaction_id trans_id;  
    logic [1:0] bus_tag;  
    logic [1:0] bus_index;  
    logic [Cache_Block_Size-1:0] bus_data;  
    assign guest_pid = bus_in[(2+3+2+2+Cache_Block_Size)-1:(2+3+2+2+Cache_Block_Size)-2];  
    assign bus_tag = bus_in[(2+3+2+2+Cache_Block_Size)-6:(2+3+2+2+Cache_Block_Size)-7];  
    assign bus_index = bus_in[(2+3+2+2+Cache_Block_Size)-8:(2+3+2+2+Cache_Block_Size)-9];  
    assign bus_data = bus_in[Cache_Block_Size-1:0];  
    always_comb begin
        case (bus_in[(2+3+2+2+Cache_Block_Size)-3:(2+3+2+2+Cache_Block_Size)-5])
            3'b000: trans_id = BusRd;
            3'b001: trans_id = BusRdX;
            3'b010: trans_id = BusUpgr;
            3'b011: trans_id = FlushOpt;
            3'b100: trans_id = Fill;
            default: trans_id = NotValid;  
        endcase
    end
    bit [1:0] bus_access_counter;
    bit [3:0] invalid_state_counter;
    function logic is_hit(input logic [1:0] _tag_, input logic [1:0] _index_);
        return((Cache_Status[_index_] != Invalid) && (tag_directory[index] == _tag_));
    endfunction
    always_ff@(posedge clk)
        begin 
            if(!resetn) begin  
                Cache_Status[0] = Invalid; Cache_Status[1] = Invalid; Cache_Status[2] = Invalid; Cache_Status[3] = Invalid;  
                bus_access_counter = 2'b00;  
                invalid_state_counter = 3'b00;  
                flag_out = 1'b0; 
                PrHlt = 1'b0;
            end
            else begin
                bus_access_counter = bus_access_counter + 1;  
                if((guest_pid != host_pid) && is_hit(bus_tag, bus_index) && (flag_in)) begin  
                    case(Cache_Status[bus_index])
                        Modified: begin 
                            case(trans_id)
                                BusRd: begin 
                                    Cache_Status[bus_index] = Shared;
                                    bus_out = {host_pid, FlushOpt, bus_tag, bus_index, L1_Cache[bus_index]};
                                    flag_out = 1'b1; 
                                end
                                BusRdX: begin 
                                    Cache_Status[bus_index] = Invalid;
                                    bus_out = {host_pid, FlushOpt, bus_tag, bus_index, L1_Cache[bus_index]};
                                    flag_out = 1'b1;
                                end 
                            endcase
                        end
                        Exclusive: begin 
                            case(trans_id)
                                BusRd: begin 
                                    Cache_Status[bus_index] = Shared;
                                end
                                BusRdX: begin 
                                    Cache_Status[bus_index] = Invalid;
                                end 
                            endcase
                        end
                        Shared: begin 
                            case(trans_id)
                                BusRd: begin end  
                                BusRdX: begin 
                                    Cache_Status[bus_index] = Invalid;
                                end
                                BusUpgr: begin 
                                    Cache_Status[bus_index] = Invalid;
                                end  
                            endcase    
                        end
                        Invalid: begin
                            if(PrHlt == 1'b1) begin  
                                case(trans_id) 
                                    FlushOpt: begin  
                                        PrHlt = 1'b0;  
                                        case(Core_Op)
                                            PrRd: begin 
                                                L1_Cache[bus_index] = bus_data;  
                                                Cache_output = L1_Cache[bus_index];
                                                Cache_Status[index] = Shared;  
                                            end
                                            PrWr: begin 
                                                L1_Cache[bus_index] = Cache_input; 
                                                tag_directory[index] = bus_tag;
                                                Cache_Status[index] = Modified;  
                                            end
                                        endcase
                                    end
                                endcase
                            end     
                        end
                    endcase
                end
                else if((guest_pid != host_pid) && (!is_hit(bus_tag, bus_index)) && (flag_in)) begin 
                    if(PrHlt == 1'b1) begin  
                                case(trans_id) 
                                    FlushOpt: begin  
                                        PrHlt = 1'b0;  
                                        case(Core_Op)
                                            PrRd: begin 
                                                L1_Cache[bus_index] = bus_data;  
                                                tag_directory[index] = bus_tag;
                                                Cache_output = L1_Cache[bus_index];
                                                Cache_Status[index] = Shared;  
                                            end
                                            PrWr: begin 
                                                L1_Cache[bus_index] = Cache_input; 
                                                tag_directory[index] = bus_tag;
                                                Cache_Status[index] = Modified;  
                                            end
                                        endcase
                                    end
                                endcase
                            end     
                end
                if(is_hit(tag, index)) begin  
                    case(Cache_Status[index])
                        Modified: begin
                                case(Core_Op)
                                PrRd: begin
                                        Cache_output = L1_Cache[index];   
                                    end   
                                PrWr: begin 
                                    L1_Cache[index] = Cache_input;  
                                    tag_directory[index] = tag;
                                end   
                                endcase
                        end
                        Exclusive: begin
                                case(Core_Op)
                                PrRd: begin
                                        Cache_output = L1_Cache[index];   
                                    end   
                                PrWr: begin 
                                    L1_Cache[index] = Cache_input;  
                                    tag_directory[index] = tag;
                                    Cache_Status[index] = Modified;  
                                end   
                                endcase
                        end
                        Shared: begin
                                case(Core_Op)
                                PrRd: begin
                                        Cache_output = L1_Cache[index];   
                                    end   
                                PrWr: begin 
                                    bus_out = {host_pid, BusUpgr, tag, index, 8'bx};  
                                    flag_out = 1'b1;
                                    L1_Cache[index] = Cache_input;  
                                    tag_directory[index] = tag;
                                    Cache_Status[index] = Modified;  
                                end   
                                endcase
                        end
                        Invalid: begin
                                case(Core_Op)
                                PrRd: begin
                                        bus_out = {host_pid, BusRd, tag, index, 8'bx};  
                                        flag_out = 1'b1;
                                        PrHlt = 1'b1;  
                                        if(invalid_state_counter == 3'b010) begin  
                                            bus_out = {host_pid, Fill, tag, index, 8'b11111111};  
                                            flag_out = 1'b1;
                                            L1_Cache[index] = 8'b11111111;
                                            tag_directory[index] = tag;
                                            Cache_output = L1_Cache[index];   
                                            Cache_Status[index] = Exclusive;  
                                            PrHlt = 1'b0;  
                                            invalid_state_counter = 0;         
                                        end
                                        else
                                            invalid_state_counter = invalid_state_counter + 1;
                                    end   
                                    PrWr: begin 
                                        bus_out = {host_pid, BusRdX, tag, index, 8'bx};  
                                        flag_out = 1'b1;
                                        PrHlt = 1'b1;  
                                        if(invalid_state_counter == 3'b010) begin  
                                            bus_out = {host_pid, Fill, tag, index, 8'b11111111};  
                                            flag_out = 1'b1;
                                            L1_Cache[index] = 8'b11111111;  
                                            tag_directory[index] = tag;
                                            L1_Cache[index] = Cache_input;   
                                            tag_directory[index] = tag;  
                                            Cache_Status[index] = Modified;  
                                            PrHlt = 1'b0;  
                                            invalid_state_counter = 0;         
                                        end
                                        else
                                            invalid_state_counter = invalid_state_counter + 1;
                                    end   
                                endcase
                        end
                        default: begin 
                                 end      
                    endcase
                end
                else begin 
                    case(Core_Op)
                        PrRd: begin
                                bus_out = {host_pid, BusRd, tag, index, 8'bx};  
                                flag_out = 1'b1;
                                PrHlt = 1'b1;  
                                if(invalid_state_counter == 3'b010) begin  
                                    bus_out = {host_pid, Fill, tag, index, 8'b11111111};  
                                    flag_out = 1'b1;
                                    L1_Cache[index] = 8'b11111111;
                                    tag_directory[index] = tag;
                                    Cache_output = L1_Cache[index];   
                                    Cache_Status[index] = (tag == bus_tag && index == bus_index)? Shared : Exclusive;  
                                    PrHlt = 1'b0;  
                                    invalid_state_counter = 0;         
                                end
                                else
                                    invalid_state_counter = invalid_state_counter + 1;
                            end   
                            PrWr: begin 
                                bus_out = {host_pid, BusRdX, tag, index, 8'bx};  
                                flag_out = 1'b1;
                                PrHlt = 1'b1;  
                                if(invalid_state_counter == 3'b010) begin  
                                    bus_out = {host_pid, Fill, tag, index, 8'b11111111};  
                                    flag_out = 1'b1;
                                    L1_Cache[index] = 8'b11111111;  
                                    tag_directory[index] = tag;
                                    L1_Cache[index] = Cache_input;   
                                    tag_directory[index] = tag;  
                                    Cache_Status[index] = Modified;  
                                    PrHlt = 1'b0;  
                                    invalid_state_counter = 0;         
                                end
                                else
                                    invalid_state_counter = invalid_state_counter + 1;
                            end   
                    endcase
                end 
		flag_out = 1'b0;
            end
        end
endmodule
[run.sh]
#!/bin/bash
# OpenROAD 26Q1-2900-gdf79404cd8, Yosys 0.63+post, stock flow scripts
make -C /OpenROAD-flow-scripts/flow DESIGN_CONFIG=/design/flow/config.mk WORK_HOME=/design/flow/orfs finish
[config.mk]
export PLATFORM = sky130hd
export DESIGN_NAME = MESI_FSM
export DESIGN_NICKNAME = MESI_FSM
export VERILOG_FILES = /design/flow/design.v
export SDC_FILE = /design/flow/constraint.sdc
export NUM_CORES = 4
export LEC_CHECK = 1
export CORE_UTILIZATION = 50
export SYNTH_HDL_FRONTEND = slang
[constraint.sdc]
current_design MESI_FSM

set clk_period 10.8
set clk_io_pct 0.2

create_clock -name clk0 -period $clk_period [get_ports {clk}]

set non_clock_inputs [all_inputs -no_clocks]
set_input_delay [expr $clk_period * $clk_io_pct] -clock clk0 $non_clock_inputs
set_output_delay [expr $clk_period * $clk_io_pct] -clock clk0 [all_outputs]
==> notes.md <==
Summary of implementation figures.

Run
The tool flagged a number of max-cap violations equal to 0. The number of OpenROAD warnings is 28.

CTS
Per the CTS log, the buffer count on the longest clock path is 2. The clock tree has to reach between 70 and 80 sinks. After clock tree synthesis, the repair step resized 0 gates. The number of CTS-inserted buffers is 9. For the worst-skew pair, the clock arrives at the later sink with an insertion delay of 0.34 ns. The count of hold-fix buffers inserted at cts is 0. The CTS tree is done. For reference, the clock transition at the flip-flops on the worst setup and hold paths is about 0.060 ns. Clock tree synthesis selected as its root buffer the cell sky130_fd_sc_hd__clkbuf_16. Looking at the post-CTS report, the setup buffer insertion count equals 0.

The H-tree was split into 3 levels.

Synthesis
After synthesis, the netlist uses about 80 different library cells. The fraction of the mapped netlist area in simple logic gates is 0.193. The area of the mapped netlist is approximately 6300 um2. The fraction of synthesized cell area in xor and xnor cells is 0.0175. The fraction of synthesis flops using an asynchronous set or reset pin is 0.

The chip area estimate from yosys synthesis is approximately 6300 um2. In the synthesized netlist, the number of instances is just under 700. The cell-mix breakdown from Yosys lists the compound-gate area share as 0.259.

The post-synth register bit count is just under 80. The fraction of synthesized area in multiplexers is 0.134. The dominant combinational cell family by area after synthesis is AND-OR/OR-AND gates. Per the Yosys statistics, synthesis produced about 700 cells.

The mean area per synthesized cell is just over 9 um2. Per the synth stats, the flop cell with the highest instance count is sky130_fd_sc_hd__edfxtp_1. The count of library flops with an enable pin is 65. The synthesized-area fraction occupied by adder cells is 0.00591. For this run, the number of Yosys warnings is 0.

Per Yosys stat, the portion of area used by sequential elements is 0.348.

Cells and area
The post-route utilization of the core is recorded as 0.604. The filler cells instantiated in the layout total about 1100. The most common logic cell in the final layout is sky130_fd_sc_hd__nand2_1. The fraction of layout instances using a drive strength above 1 is 0.105. The signed area change from the synthesized netlist to the final layout is 16.2%. Leaving out fill and tap cells, the most frequent cells in the layout are 77 x sky130_fd_sc_hd__nand2_1, 65 x sky130_fd_sc_hd__edfxtp_1, 57 x sky130_fd_sc_hd__clkdlybuf4s50_1.

Status
The run finished with clean final reports.

Global routing
The global-route usage over all layers is 0.357. The first global-routing pass estimated ~34000 um of wire. The via count of the first global-routing pass is between 6000 and 7000. The remaining global-route overflow is 0. The maximum number of pins on one net before global-route repair is 50.

The number of antenna violations at the first check in global routing is 0.

Final timing
The setup TNS after final layout is 0 ns. The final clock period utilization by the worst path is 0.759. The post-layout worst setup margin is between 2 and 3 ns. The worst max-slew margin expressed relative to the limit is 0.405. The achievable clock frequency is 0.122 GHz. The number of pins exceeding their max-slew limit in the final report is 0. The last timing report of the flow puts the setup violation total at 0. The maximum clock skew at final layout is 0.00565 ns. The worst path in the final design needs a cycle of 8.19 ns, including I/O delays and setup. The number of hold violations in the final report is 0.

Setup repair after global routing left no endpoint under its margin. At the pin with the least slew margin, the transition time is 0.867 ns.

Floorplan
The die covers roughly 13000 um2. The floorplan utilization is 0.520. The region available for standard cell placement spans 12200 um2.

The floorplan step set the die width to about 110 um. According to the floorplan log, the row count is roughly 40. The die height is between 100 and 150 um. The I/O pin count is roughly 60.

Critical path
The data arrival time at the worst-slack endpoint is 8.25 ns. Looking at the reg2reg group, the worst path starts from Cache_Status[7]. The start point of the critical path is bus_in[8]. The category of the critical setup timing path is in2reg. The endpoint required time on the critical path is between 10 and 15 ns.

Of all nets on the critical path, the largest fanout is 38. The kind of end point of the critical path is a register. STA classifies the critical path startpoint as a primary input.

Pwr
For this design the ratio of total power to cell area is roughly 130 nW/um2. The analysis reports a worst IR drop on VDD of around 100 uV. The completed layout was analyzed and its total power is ~0.00096 W. The static power due to leakage is 2.52 nW.

Min path
According to the hold report, the worst path is of the reg2reg type. The start point of the worst min-delay path is PrHlt.

Placement
The number of port buffers is 58. The congestion estimate from routability-driven global placement came to 1.01. Before CTS, the worst setup slack after placement is roughly 2.4 ns. The detailed-placement wirelength estimate is about 15000 um.

Drt
The repair_antennas step left the layout with diodes totalling 0. The sum of routed wire length over all layers is 21400 um. The initial detailed-routing violation count is 611. The iteration count recorded for the first detailed-route pass is 7.

The mean number of vias per cell is between 6 and 7. The detail route stage leaves a number of antenna-violating nets equal to 0. After detailed routing, the average wire length per cell comes to roughly 24 um. The script parses the final routing iteration and logs DRC violations as 0. The overall via count from detail_route is between 6000 and 7000.
power by group:
group          internal, W  switching [W]
Sequential        0.000366      0.0000276
Clock             0.000178       0.000120
Combinational     0.000112       0.000153
Total             0.000657       0.000301
cell families after synthesis:
| group | Yosys count |
|---|---|
| xor gates and xnor gates | 11 |
| adders and majority gates | 3 |
| DFF | 78 |
| muxes | 69 |
| AOI/OAI and AO/OA | 231 |
| other | 1 |
| buffers and inverters | 64 |
| and+or+nand+nor | 238 |
state kept, by name, summed over array words and instances, names as in the netlist:
name and flops:
Cache_Status 8, Cache_output 8, L1_Cache 32, PrHlt 1
bus_out 17, invalid_state_counter 4, tag_directory 8
critical path, cell delays in order:
cell and delay [ns]:
sky130_fd_sc_hd__clkdlybuf4s50_1 0.46, sky130_fd_sc_hd__buf_4 0.33, sky130_fd_sc_hd__mux4_2 0.66, sky130_fd_sc_hd__nor2_2 0.41, sky130_fd_sc_hd__o31ai_1 0.22, sky130_fd_sc_hd__buf_4 0.22
sky130_fd_sc_hd__o221ai_1 0.26, sky130_fd_sc_hd__o211ai_1 0.14, sky130_fd_sc_hd__o211a_1 0.16, sky130_fd_sc_hd__a211oi_1 0.29, sky130_fd_sc_hd__ha_1 0.40, sky130_fd_sc_hd__nand3b_1 0.16
sky130_fd_sc_hd__a211oi_1 0.09, sky130_fd_sc_hd__a311o_2 0.42, sky130_fd_sc_hd__nand2_2 0.57, sky130_fd_sc_hd__nand2_1 0.43, sky130_fd_sc_hd__nor3_1 0.64, sky130_fd_sc_hd__a221oi_1 0.21
stage by stage:
stage | cells | cell area [um2] | hold WS [ns]
after floorplan | 695 | 6350 | 0.460
after global placement | 892 | 7090 | 0.546
after detailed placement | 892 | 7090 | 0.552
after CTS | 908 | 7380 | 0.562
after global routing | 908 | 7380 | 0.572
final | 908 | 7380 | 0.560
routing by layer:
| metal | wire (um) | global-route usage | vias to the layer above |
|---|---|---|---|
| met5 | 0 | 0.0157 | - |
| met1 | 8750 | 0.519 | 2912 |
| met3 | 2630 | 0.117 | 54 |
| met4 | 592 | 0.102 | 0 |
| li1 | - | - | 2816 |
| met2 | 9430 | 0.531 | 414 |
area by class of cell:
type,count,area (um2),share of cell area
inverters,14,52.6,0.00712
multi-input cells,553,3880,0.526
clock inverters,6,61.3,0.00831
clock buffers,10,229,0.0310
well taps,168,210,0.0285
repair buffers,79,733,0.0993
flip-flops and latches,78,2210,0.300
path summary, 6_finish.rpt:
kind / to / cells past startpoint / slack [ns]
worst max-delay path: Cache_output[6] / 18 / 2.61
worst min-delay path: PrHlt / 2 / 0.56
worst max register to register: Cache_output[6] / 15 / 4.82
worst min register to register: PrHlt / 2 / 0.56
synthesized netlist by cell type (9+ instances only):
master | count | area share
sky130_fd_sc_hd__nor2_1 | 37 | 0.022
sky130_fd_sc_hd__a211oi_1 | 9 | 0.011
sky130_fd_sc_hd__a21oi_1 | 34 | 0.027
sky130_fd_sc_hd__o21ai_0 | 53 | 0.042
sky130_fd_sc_hd__o211ai_1 | 9 | 0.011
sky130_fd_sc_hd__nand2_1 | 77 | 0.046
sky130_fd_sc_hd__inv_1 | 13 | 0.0077
sky130_fd_sc_hd__a2bb2oi_1 | 31 | 0.043
sky130_fd_sc_hd__nand3_1 | 19 | 0.015
sky130_fd_sc_hd__mux4_2 | 12 | 0.043
sky130_fd_sc_hd__clkbuf_1 | 32 | 0.019
sky130_fd_sc_hd__nand4_1 | 11 | 0.011
sky130_fd_sc_hd__nor3_1 | 18 | 0.014
sky130_fd_sc_hd__nor2b_1 | 9 | 0.0089
sky130_fd_sc_hd__dfxtp_1 | 13 | 0.041
sky130_fd_sc_hd__a22oi_1 | 9 | 0.011
sky130_fd_sc_hd__a211o_1 | 10 | 0.014
sky130_fd_sc_hd__and2_1 | 10 | 0.0099
sky130_fd_sc_hd__nor4_1 | 11 | 0.011
sky130_fd_sc_hd__mux2i_1 | 49 | 0.077
sky130_fd_sc_hd__edfxtp_1 | 65 | 0.31
Power and IR drop assume default switching activity.
